===== flow/config.mk =====
export PLATFORM = sky130hd
export DESIGN_NAME = ex_mem_regs
export DESIGN_NICKNAME = ex_mem_regs
export VERILOG_FILES = /design/flow/design.v
export SDC_FILE = /design/flow/constraint.sdc
export NUM_CORES = 4
export LEC_CHECK = 1
export CORE_AREA = 10 10 211 211
export DIE_AREA = 0 0 221 221

===== flow/constraint.sdc =====
current_design ex_mem_regs

set clk_period 1.0
set clk_io_pct 0.2

create_clock -name clk0 -period $clk_period [get_ports {clk}]

set non_clock_inputs [all_inputs -no_clocks]
set_input_delay [expr $clk_period * $clk_io_pct] -clock clk0 $non_clock_inputs
set_output_delay [expr $clk_period * $clk_io_pct] -clock clk0 [all_outputs]

===== flow/design.v =====
module ex_mem_control (
    input wire clk,
    input wire reset,
    input wire branch_in,                        
    input wire mem_read_in,                      
    input wire mem_write_in,                     
    output wire branch_out,
    output wire mem_read_out,
    output wire mem_write_out
);
    logic branch;
    logic mem_read;
    logic mem_write;
    assign branch_out          = branch;
    assign mem_read_out        = mem_read;
    assign mem_write_out       = mem_write;
    always_ff @(posedge clk) begin
        if (reset) begin
            branch      <= '0;    
            mem_read    <= '0;
            mem_write   <= '0;
        end else begin
            branch      <= branch_in;
            mem_read    <= mem_read_in;
            mem_write   <= mem_write_in;
        end
    end
endmodule
module ex_mem_regs #(
    DATA_WIDTH = 64,
    REG_ID_WIDTH = 5
) (
    input wire clk,
    input wire reset,
    input wire [DATA_WIDTH-1:0] target_in,                           
    input wire branch_decision_in,                                   
    input wire [DATA_WIDTH-1:0] alu_res_in,                          
    input wire [DATA_WIDTH-1:0] write_data_in,                       
    input wire [REG_ID_WIDTH-1:0] dest_in,                           
    input wire [2:0] mem_control_in,
    input wire [1:0] wb_control_in,
    output wire [DATA_WIDTH-1:0] target_out,
    output wire branch_decision_out,
    output wire [DATA_WIDTH-1:0] alu_res_out,
    output wire [DATA_WIDTH-1:0] write_data_out,
    output wire [2:0] mem_control_out,
    output wire [1:0] wb_control_out,
    output wire [REG_ID_WIDTH-1:0] dest_out
);
    ex_mem_control ex_mem_ctrl(
        .clk(clk),
        .reset(reset),
        .branch_in(mem_control_in[2]),
        .mem_read_in(mem_control_in[1]),
        .mem_write_in(mem_control_in[0]),
        .branch_out(mem_control_out[2]),
        .mem_read_out(mem_control_out[1]),
        .mem_write_out(mem_control_out[0])
    );
    mem_wb_control mem_wb_ctrl(
        .clk(clk),
        .reset(reset),
        .reg_write_in(wb_control_in[1]),
        .mem_to_reg_in(wb_control_in[0]),
        .reg_write_out(wb_control_out[1]), 
        .mem_to_reg_out(wb_control_out[0])
    );
    logic [DATA_WIDTH-1:0] target;
    logic branch_decision;
    logic [DATA_WIDTH-1:0] alu_res;
    logic [DATA_WIDTH-1:0] write_data;
    logic [REG_ID_WIDTH-1:0] dest;
    assign target_out              = target;
    assign branch_decision_out     = branch_decision;
    assign alu_res_out             = alu_res;
    assign write_data_out          = write_data;
    assign dest_out                = dest;
    always_ff @(posedge clk) begin
        if (reset) begin
            target              <= '0;   
            branch_decision     <= '0;
            alu_res             <= '0;
            write_data          <= '0;
            dest                <= '0;
        end else begin
            target              <= target_in;
            branch_decision     <= branch_decision_in;
            alu_res             <= alu_res_in;
            write_data          <= write_data_in;
            dest                <=  dest_in;
        end
    end
endmodule
module mem_wb_control (
    input wire clk,
    input wire reset,
    input wire reg_write_in,                     
    input wire mem_to_reg_in,                    
    output wire reg_write_out,
    output wire mem_to_reg_out
);
    logic reg_write;
    logic mem_to_reg;
    assign reg_write_out   = reg_write;
    assign mem_to_reg_out  = mem_to_reg;
    always_ff @(posedge clk) begin
        if (reset) begin
            reg_write   <= '0;    
            mem_to_reg  <= '0;
        end else begin
            reg_write   <= reg_write_in;
            mem_to_reg  <= mem_to_reg_in;
        end
    end
endmodule

===== flow/run.sh =====
#!/bin/bash
# OpenROAD 26Q1-2900-gdf79404cd8, Yosys 0.63+post, stock flow scripts
make -C /OpenROAD-flow-scripts/flow DESIGN_CONFIG=/design/flow/config.mk WORK_HOME=/design/flow/orfs finish

==> impl_metrics.toml <==
# yosys + openroad results
[run_status]
status = "finished with violations"
failed_checks = "setup timing"

[floorplanning]
rows = 73
ios = 408
floorplan.core_util_pct = 13.76
die_w_um = 221
dieArea_um2 = 48840
dieHeight_um = 221
core-area_um2 = 39820

[flow_run]
warning_count = 27
drv_cap = 0

[layout]
drive_above_1_share_pct = 33.64
reg.largest.list = "alu_res (64), target (64), write_data (64)"
final_util_pct = 25.68
design_area_um2 = 10220
layout_top_cells = "nor2b_1, clkdlybuf4s50_1, buf_2, dfxtp_1, dfxtp_2"
syn_to_final_growth_pct = 86.66

[critical_path]
critical_path_required_ps = 800
slowest_stage = "dfxtp_4"
critPathTopFamily = "flip-flops"
worstSetupStartpointType = "register"
cp-end-kind = "primary output"
worstPathArrival_ps = 1040
cp_max_fo = 1
critPathBufInv = 1
cpPeakStageDelay_ps = 400
crit_type = "register to primary output"
cp_cell_sequence = "buf_6"

[clock_tree]
clkTransAtPathRegs_ps = 60
cts_tree = "done"
cts_buffers = 24
root_buffer = "clkbuf_16"
cts_resized = 702
cts_hold_buf = 0
htreeDepth = 1
cts_buffer_depth = 3
clock-sinks = 203
post_cts_buffers = 0

[timing]
hold_viol_final = 0
tightest_slew_ps = 203.2
timing.final.ws_setup_ps = -237.8
slew_violations = 0
timing.fmax_mhz = 807.9
rsz0062_at_grt = "yes"
setup_tns_ps = -25540
min_period_over_period_pct = 123.8
setup_viol = 203
min_period_ps = 1238
holdWs_ps = 75.80
slew_headroom_pct = 86.43

[route]
drc = 0
via_count = 4350
drt_wl_total_mm = 21.35
insertedDiodeCount = 0
viasPerCell = 3.116
drt_iter0_drc = 114
drt-pass1-iter-count = 3
wl_per_cell_um = 15.29
final_antenna_net_count = 0

[logic_synthesis]
numSynthFlops = 203
yosys.stat.chipArea_um2 = 5478
yosysCellCount = 433
synth_cell_types = 5
synth.avg_cell_area_um2 = 12.65
ys_warn_count = 3
ys_seq_share_pct = 74.19
synthesis.area_um2 = 5478
syn_inst = 433

[global_routing]
antenna_found_initial = 2
grt_start_max_net_pins = 42
grt_remaining_overflow = 0
grt_pass1_vias = 4723
globalRouteTotalUtil_pct = 8.473
grt_pass1_wl_mm = 31.46

[placed_design]
io_buffers = 407
hpwlAfterDp_mm = 16.89
place_area_um2 = 10240
gp_congestion = 0.8035

[min_path]
min_path_cells = 3
min-delay-start = "reset"
hold_path_end = "write_data[8]"
worst_hold_path_type = "primary input to register"

[pwr]
p_per_area_nw_per_um2 = 1935
leakage_nw = 4.447
ir_drop_v = 0.001148
==> worst max-delay path by stage <==
stage,start,end,slack (ps),cells past startpoint
CTS,write_data[63],write_data_out[63],-300,1
finish,write_data[63],write_data_out[63],-240,1
global route,write_data[63],write_data_out[63],-290,1
==> synth_stat cells <==
library cell | n | area (um2)
dfxtp_1 | 203 | 4064
buf_2 | 19 | 95.09
buf_4 | 5 | 37.54
clkbuf_1 | 3 | 11.26
nor2b_1 | 203 | 1270
==> metrics by stage <==
| step | setup slack [ps] | total power [mW] | instances |
|---|---|---|---|
| global route | -287.8 | 20.68 | 1396 |
| CTS | -303.8 | 20.26 | 1396 |
| finish | -237.8 | 19.78 | 1396 |
| floorplan | 304.4 | 9.074 | 433 |
| detailed placement | -289.6 | 10.96 | 1353 |
| global placement | -304.8 | 10.95 | 1353 |
==> power by group <==
part / internal [mW] / leakage [nW] / switching, mW
clock network: 5.98 / 0.423 / 3.46
registers: 8.53 / 1.70 / 0.105
logic: 1.25 / 2.32 / 0.461
total: 15.8 / 4.45 / 4.02
==> routing by layer <==
layer,wire length [um],vias to the layer above,part of all wire (%),GRT usage (%)
met4,547,4,2.6,1.827
li1,-,2139,-,-
met2,9500,263,45,13.25
met3,2680,36,13,4.790
met1,8591,1908,40,9.983
met5,26,-,0.12,0
==> cells by family after synthesis <==
group,synth area share (%)
flops,74.19
simple gates,23.18
buf+inv,2.627
==> final cells by class <==
type	instances	area, um2
Fill cell	4222	29600
Clock inverter	6	113.9
Tap cell	525	656.9
Sequential cell	203	4114
Timing Repair Buffer	422	3309
Clock buffer	37	760.7
Multi-Input combinational cell	203	1270
Power figures rest on the tool's default switching activity, not on a simulated workload.
