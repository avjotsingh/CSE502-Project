[/design/flow/run.sh]
#!/bin/bash
# OpenROAD 26Q1-2900-gdf79404cd8, Yosys 0.63+post, stock flow scripts
make -C /OpenROAD-flow-scripts/flow DESIGN_CONFIG=/design/flow/config.mk WORK_HOME=/design/flow/orfs finish
[/design/flow/config.mk]
export PLATFORM = sky130hd
export DESIGN_NAME = exmem_regs
export DESIGN_NICKNAME = exmem_regs
export VERILOG_FILES = /design/flow/design.v
export SDC_FILE = /design/flow/constraint.sdc
export NUM_CORES = 4
export LEC_CHECK = 1
export CORE_AREA = 10 10 203 203
export DIE_AREA = 0 0 213 213
[/design/flow/constraint.sdc]
current_design exmem_regs

set clk_period 1.0
set clk_io_pct 0.2

create_clock -name clk0 -period $clk_period [get_ports {clk}]

set non_clock_inputs [all_inputs -no_clocks]
set_input_delay [expr $clk_period * $clk_io_pct] -clock clk0 $non_clock_inputs
set_output_delay [expr $clk_period * $clk_io_pct] -clock clk0 [all_outputs]
[/design/flow/design.v]
module exmem_regs #(
    INSTR_WIDTH = 32,
    DATA_WIDTH = 64,
    CONTROL_WIDTH = 16           
) (
    input  wire                  clk,
    input  wire                  reset,
    input  wire [DATA_WIDTH-1:0] target_in,
    input  wire [DATA_WIDTH-1:0] alu_res_in,
    input  wire [DATA_WIDTH-1:0] val_b_in,
    input  wire [DATA_WIDTH-1:0] control_in,
    output wire [DATA_WIDTH-1:0] target_out,
    output wire [DATA_WIDTH-1:0] alu_res_out,
    output wire [DATA_WIDTH-1:0] val_b_out,
    output wire [DATA_WIDTH-1:0] control_out
);
    logic [INSTR_WIDTH-1:0] target;
    logic [DATA_WIDTH-1:0] alu_res;
    logic [DATA_WIDTH-1:0] val_b;
    logic [CONTROL_WIDTH-1:0] control;
    always_ff @(posedge clk) begin
        if (reset) begin
            target   <= 0;   
            alu_res  <= 0;
            val_b    <= 0;
            control  <= 0;
        end else begin
            target   <= target_in;
            alu_res  <= alu_res_in;
            val_b    <= val_b_in;
            control  <= control_in;
        end
    end
    always_comb begin
        target_out   = target;
        alu_res_out  = alu_res;
        val_b_out    = val_b;
        control_out  = control;
    end
endmodule
==> flow_metrics.tcl <==
# place-and-route summary
set metrics [dict create \
    grt_max_degree 44 \
    clockBufferDepth 2 \
    worst_ep_required_time_ns 0.80 \
    met1_usage 0.103 \
    grt_pass1_wl_mm 28.4 \
    root_buffer "clkbuf_16" \
    design.core.area_um2 36700 \
    numSynthFlops 176 \
    chipHeight_um 213 \
    timing.hold.ws_ns 0.149 \
    placement.cell_area_um2 9220 \
    p_leak_nw 4.12 \
    numCtsBuffers 17 \
    cts_tree "built" \
    top_cells_by_area "dfxtp_1 (66%), nor2b_1 (19%), buf_4 (11%)" \
    synth.cell_area_um2 5340 \
    portBuffers 353 \
    max_stage_delay_ns 0.33 \
    num_io_pins 514 \
    grtUsageTotal 0.0864 \
    fp.dieW_um 213 \
    firstDrtPassIters 4 \
    max_freq_mhz 924 \
    wire_per_inst_um 16.2 \
    path_buffers 1 \
    p_int_mw 13.0 \
    cts_setup_buffers 0 \
    synth_cell_type_count 7 \
    grt_overflow 0 \
    final_cell_mix "clkdlybuf4s50_1 (176), nor2b_1 (164), buf_2 (163)" \
    fin_crit_ns 1.08 \
    crit_slowest_cell "dfxtp_2" \
    yosysTopAreaCell "dfxtp_1" \
    warnings 107 \
    net-switching-power_mw 3.52 \
    syn_avg_cell_area_um2 11.8 \
    pwr-share-clk 0.453 \
    finalClockPeriodUsage 1.08 \
    fin_ws_ns -0.0826 \
    cp_cell_sequence "buf_2" \
    dieArea_um2 45400 \
    dp_slack_ns -0.0452 \
    powerDensity_nw_per_um2 1810 \
    drc 0 \
    vdd_drop_max_v 0.00113 \
    yosys_warnings 5 \
    rsz0062_at_grt "yes" \
    report.final.setup_viol 176 \
    worstSetupPathType "reg2out" \
    final_util 0.249 \
    seqPwrFrac 0.454 \
    hold_viol 0 \
    synth_seq_share 0.660 \
    report.final.slew_viol_count 0 \
    p_total_mw 16.5 \
    ant_nets 0 \
    hold_class "in2reg" \
    fin_cells 1299 \
    violations "negative setup slack" \
    topCombFamilyByArea "simple AND/OR/NAND/NOR gates" \
    switching_share 0.214 \
    lay_top_count "clkdlybuf4s50_1" \
    critical_path_peak_fanout 1 \
    maxCapViolations 0 \
    hp-start "reset" \
    final_area_um2 9130 \
    globalRouteMet3Util 0.0400 \
    cts_sinks 176 \
    post-dp-hpwl_mm 17.3 \
    min_to "val_b[1]$_SDFF_PP0_" \
    yosys_cells 452 \
    tns_ns -7.62 \
    yosysChipArea_um2 5340 \
    drt-total-wl_mm 21.0 \
    viasPerCell 3.00 \
    antenna_found_initial 1 \
    adder_share 0 \
    drt_iter0_drc 134 \
    crit_path_start "val_b[1]$_SDFF_PP0_" \
    synthMuxAreaShare 0 \
    grt-busiest-layer "met2" \
    drive_above_1_share 0.310 \
    start_kind "flip-flop" \
    fp-row-count 70 \
    clk_pin_slew_ns 0.07 \
    cpLargestDelayFamily "flip-flops" \
    grt_pass1_vias 4150 \
    ys_sh_xor 0 \
    whs_path_depth 2 \
    dp.cells 1267 \
    ys_sh_simple 0.209 \
    top_area_frac 0.660 \
    vias 3895 \
    grt_use_met2 0.144 \
    status "finished, violations left" \
    flow.area_growth_from_synthesis_pct 71.1 \
    postSynthCellCount 452 \
    arrival_ns 0.88 \
    htreeDepth 4 \
    cp-end-kind "output port" \
    place_congestion 0.797 \
    initCoreUtil 0.145 \
    ys_sh_aoi 0 \
    combPwrFrac 0.093 \
]
-- worst max path at each step --
stage	to	slack, ns	depth (start not counted)
final	val_b_out[1]	-0.08	1
after global routing	val_b_out[1]	-0.15	1
after CTS	val_b_out[1]	-0.14	1
-- power by group through the flow --
| stage | sequential [mW] | clock (mW) | combinational [mW] |
|---|---|---|---|
| after CTS | 7.48 | 7.80 | 1.57 |
| after global routing | 7.52 | 8.07 | 1.71 |
| final | 7.48 | 7.47 | 1.54 |
-- routing by layer --
metal | wire length [um] | up-vias
met4 | 189 | 0
met1 | 8410 | 1737
met2 | 10200 | 222
met3 | 2210 | 5
li1 | - | 1931
met5 | 0 | -
-- synthesized netlist by cell type --
cell	instances
and2b_1	12
nor2b_1	164
clkbuf_1	3
conb_1	1
dfxtp_1	176
buf_2	16
buf_4	80
-- area by class of cell --
type	count	area [um^2]
antenna	1	2.50
clock buffer	17	425
clock inverter	13	229
fill	3892	27600
multi-input combinational	256	1420
sequential	176	3570
tap	468	586
timing repair buffer	368	2900
-- cell families after synthesis --
logic type             Yosys count
other                            1
and+or+nand+nor                176
DFF                            176
buffers and inverters           99
-- state kept, by name, summed over array words and instances, names as in the netlist --
| register | flops |
|---|---|
| val_b | 64 |
| control | 16 |
| alu_res | 64 |
| target | 32 |
-- repair_timing --
item                                   in CTS  in global routing
endpoints found under the hold margin       0                  1
gates resized                             612                 25
hold buffers                                0                  1
setup endpoints to repair                 176                176
pin swaps                                   0                  0
Power is estimated from default activity; no workload was simulated.
