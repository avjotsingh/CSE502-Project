==> ./design.v <==
module ex_mem_control (
    input wire clk,
    input wire reset,
    input wire branch_in,                        
    input wire mem_read_in,                      
    input wire mem_write_in,                     
    output wire branch_out,
    output wire mem_read_out,
    output wire mem_write_out
);
    logic branch;
    logic mem_read;
    logic mem_write;
    assign branch_out          = branch;
    assign mem_read_out        = mem_read;
    assign mem_write_out       = mem_write;
    always_ff @(posedge clk) begin
        if (reset) begin
            branch      <= '0;    
            mem_read    <= '0;
            mem_write   <= '0;
        end else begin
            branch      <= branch_in;
            mem_read    <= mem_read_in;
            mem_write   <= mem_write_in;
        end
    end
endmodule
module id_ex_control #(
    ALU_OP_WIDTH = 7,
    ALU_FUNC3_WIDTH = 3,
    ALU_FUNC7_WIDTH = 7
) (
    input wire clk,
    input wire reset,
    input wire reg_to_pc_in,                             
    input wire alu_src_in,                               
    input wire [ALU_OP_WIDTH-1:0] alu_op_in,             
    input wire [ALU_FUNC3_WIDTH-1:0] alu_func3_in,       
    input wire [ALU_FUNC7_WIDTH-1:0] alu_func7_in,       
    output wire reg_to_pc_out,
    output wire alu_src_out,
    output wire [ALU_OP_WIDTH-1:0] alu_op_out,
    output wire [ALU_FUNC3_WIDTH-1:0] alu_func3_out,
    output wire [ALU_FUNC7_WIDTH-1:0] alu_func7_out
);
    logic reg_to_pc;
    logic alu_src;
    logic [ALU_OP_WIDTH-1:0] alu_op;
    logic [ALU_FUNC3_WIDTH-1:0] alu_func3;
    logic [ALU_FUNC7_WIDTH-1:0] alu_func7;
    assign reg_to_pc_out       = reg_to_pc;
    assign alu_src_out         = alu_src;
    assign alu_op_out          = alu_op;
    assign alu_func3_out       = alu_func3;
    assign alu_func7_out       = alu_func7;
    always_ff @(posedge clk) begin
        if (reset) begin
            reg_to_pc       <= '0;
            alu_src         <= '0;    
            alu_op          <= '0;
            alu_func3       <= '0;
            alu_func7       <= '0;
        end else begin
            reg_to_pc       <= reg_to_pc_in;
            alu_src         <= alu_src_in;
            alu_op          <= alu_op_in;
            alu_func3       <= alu_func3_in;
            alu_func7       <= alu_func7_in;
        end
    end
endmodule
module id_ex_regs #(
    DATA_WIDTH = 64,
    REG_ID_WIDTH = 5,
    ALU_OP_WIDTH = 7,
    ALU_FUNC3_WIDTH = 3,
    ALU_FUNC7_WIDTH = 7
) (
    input wire clk,
    input wire reset,
    input wire [DATA_WIDTH-1:0] pc_in,
    input wire [DATA_WIDTH-1:0] data1_in,
    input wire [DATA_WIDTH-1:0] data2_in,
    input wire [DATA_WIDTH-1:0] imm_in,
    input wire [REG_ID_WIDTH-1:0] dest_in,
    input wire [REG_ID_WIDTH-1:0] reg1_in,
    input wire [REG_ID_WIDTH-1:0] reg2_in,
    input wire [ALU_OP_WIDTH+ALU_FUNC3_WIDTH+ALU_FUNC7_WIDTH+1:0] ex_control_in,
    input wire [2:0] mem_control_in,
    input wire [1:0] wb_control_in,
    output wire [DATA_WIDTH-1:0] pc_out,
    output wire [DATA_WIDTH-1:0] data1_out,
    output wire [DATA_WIDTH-1:0] data2_out,
    output wire [DATA_WIDTH-1:0] imm_out,
    output wire [REG_ID_WIDTH-1:0] dest_out,
    output wire [REG_ID_WIDTH-1:0] reg1_out,
    output wire [REG_ID_WIDTH-1:0] reg2_out,
    output wire [ALU_OP_WIDTH+ALU_FUNC3_WIDTH+ALU_FUNC7_WIDTH+1:0] ex_control_out,
    output wire [2:0] mem_control_out,
    output wire [1:0] wb_control_out
);
    id_ex_control id_ex_ctrl(
        .clk(clk),
        .reset(reset),
        .reg_to_pc_in(ex_control_in[ALU_OP_WIDTH+ALU_FUNC3_WIDTH+ALU_FUNC7_WIDTH+1]),
        .alu_src_in(ex_control_in[ALU_OP_WIDTH+ALU_FUNC3_WIDTH+ALU_FUNC7_WIDTH]),
        .alu_op_in(ex_control_in[ALU_OP_WIDTH+ALU_FUNC3_WIDTH+ALU_FUNC7_WIDTH-1:ALU_FUNC3_WIDTH+ALU_FUNC7_WIDTH]),
        .alu_func3_in(ex_control_in[ALU_FUNC3_WIDTH+ALU_FUNC7_WIDTH-1:ALU_FUNC7_WIDTH]),
        .alu_func7_in(ex_control_in[ALU_FUNC7_WIDTH-1:0]),
        .reg_to_pc_out(ex_control_out[ALU_OP_WIDTH+ALU_FUNC3_WIDTH+ALU_FUNC7_WIDTH+1]),
        .alu_src_out(ex_control_out[ALU_OP_WIDTH+ALU_FUNC3_WIDTH+ALU_FUNC7_WIDTH]),
        .alu_op_out(ex_control_out[ALU_OP_WIDTH+ALU_FUNC3_WIDTH+ALU_FUNC7_WIDTH-1:ALU_FUNC3_WIDTH+ALU_FUNC7_WIDTH]),
        .alu_func3_out(ex_control_out[ALU_FUNC3_WIDTH+ALU_FUNC7_WIDTH-1:ALU_FUNC7_WIDTH]),
        .alu_func7_out(ex_control_out[ALU_FUNC7_WIDTH-1:0])
    );
    ex_mem_control ex_mem_ctrl(
        .clk(clk),
        .reset(reset),
        .branch_in(mem_control_in[2]),
        .mem_read_in(mem_control_in[1]),
        .mem_write_in(mem_control_in[0]),
        .branch_out(mem_control_out[2]),
        .mem_read_out(mem_control_out[1]),
        .mem_write_out(mem_control_out[0])
    );
    mem_wb_control mem_wb_ctrl(
        .clk(clk),
        .reset(reset),
        .reg_write_in(wb_control_in[1]),
        .mem_to_reg_in(wb_control_in[0]),
        .reg_write_out(wb_control_out[1]), 
        .mem_to_reg_out(wb_control_out[0])
    );
    logic [DATA_WIDTH-1:0] pc;
    logic [DATA_WIDTH-1:0] data1;
    logic [DATA_WIDTH-1:0] data2;
    logic [DATA_WIDTH-1:0] imm;
    logic [REG_ID_WIDTH-1:0] dest;
    logic [REG_ID_WIDTH-1:0] reg1;
    logic [REG_ID_WIDTH-1:0] reg2;
    assign pc_out          = pc;
    assign data1_out       = data1;
    assign data2_out       = data2;
    assign imm_out         = imm;
    assign dest_out        = dest;
    assign reg1_out        = reg1;
    assign reg2_out        = reg2;
    always_ff @(posedge clk) begin
        if (reset) begin
            pc          <= '0;
            data1       <= '0;
            data2       <= '0;
            imm         <= '0;
            dest        <= '0;
            reg1        <= '0;
            reg2        <= '0;
        end else begin
            pc          <= pc_in;
            data1       <= data1_in;
            data2       <= data2_in;
            imm         <= imm_in;
            dest        <= dest_in;
            reg1        <= reg1_in;
            reg2        <= reg2_in;
        end
    end
endmodule
module mem_wb_control (
    input wire clk,
    input wire reset,
    input wire reg_write_in,                     
    input wire mem_to_reg_in,                    
    output wire reg_write_out,
    output wire mem_to_reg_out
);
    logic reg_write;
    logic mem_to_reg;
    assign reg_write_out   = reg_write;
    assign mem_to_reg_out  = mem_to_reg;
    always_ff @(posedge clk) begin
        if (reset) begin
            reg_write   <= '0;    
            mem_to_reg  <= '0;
        end else begin
            reg_write   <= reg_write_in;
            mem_to_reg  <= mem_to_reg_in;
        end
    end
endmodule
==> ./run.sh <==
#!/bin/bash
# OpenROAD 26Q1-2900-gdf79404cd8, Yosys 0.63+post, stock flow scripts
make -C /OpenROAD-flow-scripts/flow DESIGN_CONFIG=/design/flow/config.mk WORK_HOME=/design/flow/orfs finish
==> ./config.mk <==
export PLATFORM = sky130hd
export DESIGN_NAME = id_ex_regs
export DESIGN_NICKNAME = id_ex_regs
export VERILOG_FILES = /design/flow/design.v
export SDC_FILE = /design/flow/constraint.sdc
export NUM_CORES = 4
export LEC_CHECK = 1
export CORE_AREA = 10 10 252 252
export DIE_AREA = 0 0 262 262
==> ./constraint.sdc <==
current_design id_ex_regs

set clk_period 1.0
set clk_io_pct 0.2

create_clock -name clk0 -period $clk_period [get_ports {clk}]

set non_clock_inputs [all_inputs -no_clocks]
set_input_delay [expr $clk_period * $clk_io_pct] -clock clk0 $non_clock_inputs
set_output_delay [expr $clk_period * $clk_io_pct] -clock clk0 [all_outputs]
==> run_results.csv <==
group,metric,value,unit
placement,io_buffer_count,591,
clock_tree,clockBufferDepth,3,
critical_path,cp_data_arrival_time,1030,ps
finish,drive_gt1_frac,0.504,
logic_synthesis,synth_warnings,4,
logic_synthesis,synth_area,0.00865,sq mm
min_path,holdCritPathClass,"in -> reg",
logic_synthesis,synth_cells,630,
floorplan,die-area,0.0686,sq mm
critical_path,critPathMaxFanout,1,
pwr,powerDensity,1800,mW/mm^2
floorplan,die_w,262,um
floorplan,fp.dieH,262,um
logic_synthesis,top_cells_by_count,"295 x dfxtp_1, 200 x nor2b_2, 95 x nor2b_1",
run_status,violations,"setup timing",
clock_tree,cts_setup_buffers,0,
logic_synthesis,synth.top_cell.area_share,0.682,
pwr,ir_worst_vdd,1.33,mV
global_route,grt_start_max_net_pins,30,
clock_tree,cts_tree,"built",
critical_path,worst-path-buf-inv,1,
route,ant_nets,0,
logic_synthesis,synth_flops,295,
min_path,holdPathStages,3,
logic_synthesis,ys_cells,630,
timing,tightest_slew,206,ps
finish,fill_cells,5990,
placement,place_area,0.0155,sq mm
job,cap_violations,0,
global_route,antenna_found_initial,2,
logic_synthesis,yosysUniqueCellTypes,7,
critical_path,slowest_delay,390,ps
critical_path,cp.depth,1,
route,firstDrtPassIters,4,
timing,relSlewSlack,0.863,
clock_tree,cts_inserted_buffers,34,
timing,fin_setup_tns,-37330,ps
route,first_iter_violations,198,
logic_synthesis,synth_top_cell_by_area,"dfxtp_1",
logic_synthesis,async_flop_share,0,
timing,fmax,810,MHz
timing,slew_violations,0,
critical_path,startpoint_type,"flop",
global_route,grt_pass1_vias,6734,
min_path,min_to,"pc[23]",
logic_synthesis,topCellsByArea,"dfxtp_1 68%, nor2b_2 20%, nor2b_1 6.9%",
timing,fin_crit_sh,1.23,
critical_path,end_kind,"output port",
critical_path,crit_type,"reg -> out",
finish,postLayoutCellArea,0.0155,sq mm
clock_tree,cts_root_buffer,"clkbuf_16",
logic_synthesis,ff_type,"dfxtp_1",
floorplan,fp_util,0.150,
timing,setup_violations,295,
global_route,grt_overflow_total,0,
floorplan,io_pins,592,
logic_synthesis,yosysMostFrequentCell,"dfxtp_1",
clock_tree,cts_htree_levels,2,
timing,rsz0062_at_grt,"true",
critical_path,path_delay_family,"flip-flops",
route,viasPerCell,3.14,
route,drc,0,
min_path,hold_start,"reset",
placement,pre_cts_ws,-324,ps
clock_tree,clock-sinks,295,
pwr,leakagePower,6.76,nW
finish,area_growth,79.2,%
critical_path,crit_required,800,ps
critical_path,critPathLaunch,"dest[0]",
critical_path,worst_path_max_delay_cell,"dfxtp_4",
finish,postLayoutCoreUtil,0.268,
logic_synthesis,yosysChipArea,0.00865,sq mm
placement,dp_hpwl,27000,um
floorplan,rows,88,
placement,place.gp.congestion,0.832,
logic_synthesis,enable_flop_cells,0,
logic_synthesis,synth_area_per_cell,13.7,sq um
timing,min_period,1230,ps
timing,fin_ws,-234,ps
logic_synthesis,postSynthSeqShare,0.682,
timing,finalHoldViolCount,0,
global_route,grt_pass1_wl,45100,um
global_route,grt.total_usage,0.0895,
run_status,status,"finished with violations",
route,routed_wl,33600,um
job,warnings,27,
route,routedWlPerCell,16.5,um
clock_tree,clk_pin_slew_worst_paths,50,ps
critical_path,path_cells,"buf_6",
route,vias,6410,
floorplan,core,0.0578,sq mm
==> kinds of logic after synthesis <==
| group | share of synthesized area |
|---|---|
| buffers and inverters | 0.0466 |
| flip-flops | 0.682 |
| AND/OR/NAND/NOR | 0.271 |
==> layer usage <==
metal | vias to the layer above | wire [um] | global-route usage | part of all wire
met2 | 343 | 16500 | 0.153 | 0.49
met5 | - | 0 | 0 | 0
met1 | 2875 | 12100 | 0.100 | 0.36
met4 | 0 | 927 | 0.0230 | 0.028
met3 | 55 | 4040 | 0.0404 | 0.12
li1 | 3137 | - | - | -
==> what timing repair did <==
| action | 4_1_cts | 5_1_grt |
|---|---|---|
| endpoints found under the setup margin | 295 | 342 |
| pin swaps | 0 | 0 |
| hold buffers | 1 | 0 |
| endpoints found under the hold margin | 1 | 0 |
| resized | 1031 | 52 |
| cloned | 0 | 3 |
==> placed cells by master, fill, tap and decap left out <==
cell             instances
bufinv_16                2
diode_2                  1
clkbuf_8                 8
clkdlybuf4s50_1        295
nor2b_4                  2
dlymetal6s4s_1           1
buf_12                   4
dfxtp_1                240
clkbuf_16               40
clkbuf_1                 7
buf_4                   15
clkinv_2                 2
buf_16                   5
nor2b_1                 90
buf_6                   24
buf_8                    1
buf_2                  279
dfxtp_4                  4
clkinvlp_4               2
nor2b_2                203
dfxtp_2                 51
==> per-stage QoR <==
stage	total power [mW]	cells	hold slack (ps)
finish	28.0	2041	134
global route	29.2	2040	130
CTS	28.5	2037	172
detailed placement	16.2	1978	426
global placement	16.2	1978	423
floorplan	13.5	630	328
==> worst max path at each step <==
stage             end  slack (ps)
6_report  dest_out[0]        -230
5_1_grt   dest_out[0]        -290
4_1_cts   dest_out[0]        -290
==> cell type report <==
type	instances	area [sq um]	area share
clock buffer	52	1060	0.0685
multi-input combinational	295	2370	0.153
antenna	1	2.50	0.000161
tap	765	957	0.0617
sequential	295	5980	0.386
clock inverter	6	85.1	0.00548
timing repair buffer	627	5050	0.326
==> where the power goes <==
group | switching, mW | internal [mW]
logic | 0.816 | 2.02
registers | 0.156 | 12.4
clock network | 4.78 | 7.81
total | 5.75 | 22.2
No activity file was given, so power comes from the tool's default toggle rates.
